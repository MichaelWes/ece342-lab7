`flow/config.mk`:
```
export PLATFORM = sky130hd
export DESIGN_NAME = harness
export DESIGN_NICKNAME = harness
export VERILOG_FILES = /design/flow/design.v
export SDC_FILE = /design/flow/constraint.sdc
export NUM_CORES = 4
export LEC_CHECK = 1
export CORE_UTILIZATION = 30
```
`flow/constraint.sdc`:
```
current_design harness

set clk_period 16.8
set clk_io_pct 0.2

create_clock -name clk0 -period $clk_period [get_ports {clk}]

set non_clock_inputs [all_inputs -no_clocks]
set_input_delay [expr $clk_period * $clk_io_pct] -clock clk0 $non_clock_inputs
set_output_delay [expr $clk_period * $clk_io_pct] -clock clk0 [all_outputs]
```
`flow/design.v`:
```
package definesPkg;
   parameter IF_ID_WIDTH = 32;
   parameter ID_EX_WIDTH = (16 * 6) + (2 * 3) + (2 * 1);
   parameter EX_WB_WIDTH = (16 * 5);
endpackage
module ALU(
	clk,
	reset,
   ALUop,
   ALUop1,
   ALUop2,
   o_N,
   o_Z,
	N,
	Z,
	update_flags,
   ALUout
);
	input clk, reset;
   input [2:0] ALUop;
   input [15:0] ALUop1;
   input [15:0] ALUop2;
   output logic o_N;
   output logic o_Z;
	output logic N;
	output logic Z;
	input update_flags;
   output logic [15:0] ALUout;
   assign o_Z = ~|{ALUout};
   assign o_N = ALUout[15];
	always_ff @(posedge clk or posedge reset) begin
		if(reset) begin
			N <= '0;
			Z <= '0;
		end else begin
			if(update_flags) begin
				N <= o_N;
				Z <= o_Z;
			end
		end
	end
   always_comb begin
      case(ALUop)
         'b000: ALUout = ALUop1 + ALUop2;
         'b001: ALUout = ALUop1 - ALUop2;
         'b010: ALUout = ALUop1 + (ALUop2 << 1);                
         'b011: ALUout = ALUop1;                                
         'b100: ALUout = (ALUop2 << 8) | {8'b0, ALUop1[7:0]};  
         default: ALUout = '0;
      endcase
   end
endmodule
module RF
(
   clk, 
   reset,
   reg1,
   reg2,
   regw,
   dataw,
   data2,
   data1,
   RFWrite,
	regs
);
   input clk;
   input reset;
   output logic [7:0][15:0] regs;
   input [2:0] reg1;  
   input [2:0] reg2;  
   input [2:0] regw;  
   input RFWrite;
   input [15:0] dataw;
   output [15:0] data1;
   output [15:0] data2;
   assign data1 = regs[reg1];
   assign data2 = regs[reg2];
   always_ff @(posedge clk) begin
      if(reset) begin
         regs <= {16'hBADD, 16'hCAFE, 16'hBADD, 16'hCAFE, 16'hBADD, 16'hCAFE, 16'hBADD, 16'hCAFE};
      end else begin
         if(RFWrite) begin
            regs[regw] <= dataw;
         end
      end
   end
endmodule
import definesPkg::*;
module cpu
(
   input clk,
   input reset,
   output [15:0] o_pc_addr,
   output o_pc_rd,
   input [15:0] i_pc_rddata,
   output [15:0] o_ldst_addr,
   output o_ldst_rd,
   output o_ldst_wr,
   input [15:0] i_ldst_rddata,
   output [15:0] o_ldst_wrdata,
   output [7:0][15:0] o_tb_regs
);
   wire [15:0] PC;
   wire [15:0] BT;
   wire [IF_ID_WIDTH-1:0] IF_ID;
	wire taken;
   datapath_fetch f0(.*);
   assign o_pc_rd = '1;
   assign o_pc_addr = PC;
	wire f_valid;
   wire [15:0] data1;
   wire [15:0] data2;
   wire [15:0] dataw;
   wire [2:0] reg1; 
   wire [2:0] reg2; 
   wire [2:0] regw; 
	wire [7:0][15:0] regs;
   wire RFWrite;
   RF rf0(.*);
   assign o_tb_regs = regs;
	wire d_valid;
   wire [ID_EX_WIDTH-1:0] ID_EX;
   wire [2:0] Rx;
   wire [2:0] Ry;
   assign reg1 = Rx;
   assign reg2 = Ry;
   datapath_RF_Read r0(.*);
	wire ex_valid;
   wire [EX_WB_WIDTH-1:0] EX_WB;
   datapath_execute ex0(.*);
   wire [2:0] ALUop;
   wire [15:0] ALUop1;
   wire [15:0] ALUop2;
   wire logic o_N;
   wire logic o_Z;
	wire N, Z, update_flags;
   wire [15:0] ALUout;  
   ALU a0(.*);
   wire wb_valid;
   datapath_writeback wb0(.*);
endmodule
import definesPkg::*;
module datapath_RF_Read
(
   clk,
   reset,
	i_pc_rddata,
   Rx,
   Ry,
   data1,
   data2,
   IF_ID,
   ID_EX,
	dataw,
	regw,
	taken,
	f_valid,
	d_valid
);
	input clk;
	input reset;
	input taken;
	input f_valid;
	output d_valid;
	input [15:0] i_pc_rddata;
	input          [IF_ID_WIDTH-1:0] IF_ID;
	output logic   [ID_EX_WIDTH-1:0] ID_EX;   
	wire [15:0] PC = IF_ID[31:16];
	wire [15:0] instr = i_pc_rddata[15:0];
	output logic [2:0] Rx;
	output logic [2:0] Ry;
	logic Rx_valid, Ry_valid;
	input [15:0] data1;  
	input [15:0] data2;  
	logic [15:0] s_ext_imm8;
	logic [15:0] s_ext_imm11;
	logic d_valid;
	always_ff @(posedge clk or posedge reset) begin
		if(reset) begin
			d_valid <= '0;
		end else begin
			d_valid = (taken) ? '0 : f_valid;
		end
	end
	wire [4:0] opcode = instr[4:0];
	input [15:0] dataw;
	input [2:0] regw;
	logic [15:0] operand1;
	logic [15:0] operand2;
   always_comb begin
      Ry = instr[10:8];		
      Rx = instr[7:5];
		casex(opcode) 
			5'bx00xx, 5'b0010x, 5'b10110, 5'b0100x, 5'b01010, 5'b01100: Rx_valid = '1;
			default: Rx_valid = '0;
		endcase
		casex(opcode) 
			5'b000xx, 5'b0010x: Ry_valid = '1;
			default: Ry_valid = '0;
		endcase
   end
	always_comb begin
		operand1 = data1;
		operand2 = data2;
		if(regw == Rx) begin
			operand1 = dataw;
		end
		if(regw == Ry) begin
			operand2 = dataw;
		end
	end
   always_comb begin
      s_ext_imm8 = {{8{instr[15]}}, instr[15:8]};
   end
   always_comb begin
      s_ext_imm11 = {{5{instr[15]}}, instr[15:5]};
   end
   always_ff @(posedge clk or posedge reset) begin
      if(reset) begin
         ID_EX <= '0;   
      end else begin
         ID_EX <= {Rx_valid, Ry_valid, Rx, Ry, s_ext_imm8, s_ext_imm11, operand1, operand2, PC, instr};  
      end
   end
endmodule
import definesPkg::*;
module datapath_execute
(
   clk,
   reset,
   ID_EX,
   EX_WB,
	ALUop,
	ALUop1,
	ALUop2,
	ALUout,
	Z,
	N,
	update_flags,
   o_ldst_addr,
   o_ldst_rd,
   o_ldst_wr,
   o_ldst_wrdata,
	dataw,
	regw,
	BT,
	taken,
	d_valid,
	ex_valid
);
   input clk;
   input reset;   
   input d_valid;
	output logic [15:0] BT;
	output logic taken;
   input [ID_EX_WIDTH-1:0] ID_EX;
   output logic [EX_WB_WIDTH-1:0] EX_WB;
   wire [15:0] PC;
   wire [15:0] instr;
   wire [15:0] data1;  
   wire [15:0] data2;  
   wire [15:0] s_ext_imm8;
   wire [15:0] s_ext_imm11;
	output logic ex_valid;
	wire [2:0] Rx;
	wire [2:0] Ry;
	wire Rx_valid, Ry_valid;
   assign {Rx_valid, Ry_valid, Rx, Ry, s_ext_imm8, s_ext_imm11, data1, data2, PC, instr} = ID_EX;
	always_ff @(posedge clk or posedge reset) begin
		if(reset) begin
			ex_valid <= '0;
		end else begin
			ex_valid = (taken) ? '0 : d_valid;
		end
	end
   output logic [2:0] ALUop;	
   output logic [15:0] ALUop1;
   output logic [15:0] ALUop2;
	input [15:0] ALUout;
	input Z, N;
	output logic update_flags;
	output logic [15:0] o_ldst_addr;
   output logic o_ldst_rd;
   output logic o_ldst_wr;
   output logic [15:0] o_ldst_wrdata;
	wire [4:0] opcode = instr[4:0];
	input [15:0] dataw;
	input [2:0] regw;
	logic [15:0] operand1;
	logic [15:0] operand2;
	always_comb begin
		operand1 = data1;
		operand2 = data2;
		if((regw == Rx) & Rx_valid) begin
			operand1 = dataw;
		end
		if((regw == Ry) & Ry_valid) begin
			operand2 = dataw;
		end
	end
	always_comb begin
		taken = '0;
		if(ex_valid) begin
			casex(opcode)
				5'bx1x00: begin 
					taken = '1;
				end
				5'bx1001: begin
					taken = Z;
				end
				5'bx1010: begin
					taken = N;
				end
				default: begin
					taken = '0;
				end
			endcase
		end
	end
	always_comb begin
		BT = ALUout;
	end
	always_comb begin
		update_flags = '0;
		casex(opcode)
			5'b00000: begin
				ALUop1 = '0;
				ALUop2 = operand2;
			end
			5'b00001: begin
				ALUop1 = operand1;
				ALUop2 = operand2;
				update_flags = '1;
			end
			5'b0001x: begin
				ALUop1 = operand1;
				ALUop2 = operand2;
				update_flags = '1;
			end
			5'b10000: begin
				ALUop1 = '0;
				ALUop2 = s_ext_imm8;
			end
			5'b10001: begin
				ALUop1 = operand1;
				ALUop2 = s_ext_imm8;
				update_flags = '1;
			end
			5'b1001x: begin
				ALUop1 = operand1;
				ALUop2 = s_ext_imm8;
				update_flags = '1;
			end
			5'b10110: begin
				ALUop1 = operand1;
				ALUop2 = instr[15:8];  
			end
			5'b11100, 5'b11000, 5'b11001, 5'b11010: begin
				ALUop1 = PC;
				ALUop2 = s_ext_imm11;
			end
			5'b01100, 5'b01000, 5'b01001, 5'b01010: begin
				ALUop1 = operand1;
				ALUop2 = 'x;
			end
			default: begin
				ALUop1 = 'x;
				ALUop2 = 'x;
			end
		endcase
	end
   always_comb begin
      casex(opcode) 
         5'bx000x: ALUop = 3'b000; 
         5'bx001x: ALUop = 3'b001;
			5'b10110: ALUop = 3'b100;
			5'b1100x, 5'b11010, 5'b11100: ALUop = 3'b010;
			5'b0100x, 5'b01010, 5'b01100: ALUop = 3'b011;
         default: ALUop = '0;
      endcase
   end
	always_comb begin
		if(ex_valid) begin
			case(opcode)
				5'b00100: begin
					o_ldst_addr = operand2;
					o_ldst_rd = 1'b1;
					o_ldst_wr = 1'b0;
					o_ldst_wrdata = 'x;
				end
				5'b00101: begin
					o_ldst_addr = operand2;
					o_ldst_rd = 1'b0;
					o_ldst_wr = 1'b1;
					o_ldst_wrdata = operand1;
				end
				default: begin
					o_ldst_addr = 'x;
					o_ldst_wrdata = 'x;
					o_ldst_wr = '0;
					o_ldst_rd = '0;
				end
			endcase
		end else begin
			o_ldst_addr = 'x;
			o_ldst_wrdata = 'x;
			o_ldst_wr = '0;
			o_ldst_rd = '0;
		end
	end
	always_ff @(posedge clk or posedge reset) begin
		if(reset) begin
			EX_WB <= '0;
		end else begin
			EX_WB <= {PC, data1, data2, ALUout, instr};
		end
	end
endmodule
import definesPkg::*;
module datapath_fetch
(
   clk,
   reset,
   BT,
   i_pc_rddata,
   IF_ID,
   PC,
	taken,
	f_valid
);
   input clk;
   input reset;
   input [15:0] BT;
	input taken;
   input [15:0] i_pc_rddata;
	output logic f_valid = '1;
   output logic [15:0] PC;
   output logic [IF_ID_WIDTH-1:0] IF_ID;
	wire [15:0] PC_input = (taken == 1'b1) ? (BT) : (PC + 16'd2); 
   always_ff @(posedge clk or posedge reset) begin
      if(reset) begin
         PC <= '0;
         IF_ID <= '0;
      end else begin
         PC <= PC_input;
         IF_ID[31:16] <= PC_input;
         IF_ID[15:0] <= '0;
      end
   end
endmodule
import definesPkg::*;
module datapath_writeback
(
   clk,
   reset,
   EX_WB,
	i_ldst_rddata,
	RFWrite,
	dataw,
	regw,
	ex_valid,
	wb_valid
);
   input clk;
   input reset;
	input ex_valid;
   input [EX_WB_WIDTH-1:0] EX_WB;
   input [15:0] i_ldst_rddata;
	wire [15:0] instr;
	wire [15:0] ALUout;
   wire [15:0] data1;  
   wire [15:0] data2;  
	output logic wb_valid;
	output logic RFWrite;
	output logic [15:0] dataw;
	output logic [2:0] regw;
	logic[15:0] PC;
	assign {PC, data1, data2, ALUout, instr} = EX_WB;
	wire [4:0] opcode = instr[4:0];
	always_ff @(posedge clk or posedge reset) begin
		if(reset) begin
			wb_valid <= '0;
		end else begin
			wb_valid <= ex_valid;
		end
	end
	always_comb begin
		RFWrite = 1'b0;
		if(wb_valid) begin
			casex(opcode)
				5'b0000x, 5'b00010, 5'b1000x, 5'b10010, 5'b10110: begin
					RFWrite = 1'b1;
					dataw = ALUout;
					regw = instr[7:5];
				end
				5'b11100, 5'b01100: begin
					RFWrite = 1'b1;
					dataw = PC;
					regw = 3'd7;
				end
				5'b00100: begin
					RFWrite = 1'b1;
					dataw = i_ldst_rddata;  
					regw = instr[7:5];  
				end
				default: begin
					RFWrite = 1'b0;
					dataw = 'x;
					regw = 'x;
				end
			endcase
		end else begin
			RFWrite = 1'b0;
			dataw = 'x;
			regw = 'x;
		end
	end
endmodule
module harness
(
   input clk,
   input reset,
   output logic [15:0] o_pc_addr,
   output logic o_pc_rd,
   input [15:0] i_pc_rddata,
   output logic [15:0] o_ldst_addr,
   output logic o_ldst_rd,
   output logic o_ldst_wr,
   input [15:0] i_ldst_rddata,
   output logic [15:0] o_ldst_wrdata
);
   logic [15:0] o_pc_addr_r;
   logic o_pc_rd_r;
   logic [15:0] i_pc_rddata_r;
   logic [15:0] o_ldst_addr_r;
   logic o_ldst_rd_r;
   logic o_ldst_wr_r;
   logic [15:0] i_ldst_rddata_r;
   logic [15:0] o_ldst_wrdata_r;
   always_ff @ (posedge clk) begin
      o_pc_addr <= o_pc_addr_r;
      o_pc_rd <= o_pc_rd_r;
      i_pc_rddata_r <= i_pc_rddata;
      o_ldst_addr <= o_ldst_addr_r;
      o_ldst_rd <= o_ldst_rd_r;
      o_ldst_wr <= o_ldst_wr_r;
      i_ldst_rddata_r <= i_ldst_rddata;
      o_ldst_wrdata <= o_ldst_wrdata_r;
   end
   cpu DUT
   (
      .clk(clk),
      .reset(reset),
      .o_pc_addr(o_pc_addr_r),
      .o_pc_rd(o_pc_rd_r),
      .i_pc_rddata(i_pc_rddata_r),
      .o_ldst_addr(o_ldst_addr_r),
      .o_ldst_rd(o_ldst_rd_r),
      .o_ldst_wr(o_ldst_wr_r),
      .i_ldst_rddata(i_ldst_rddata_r),
      .o_ldst_wrdata(o_ldst_wrdata_r),
      .o_tb_regs()    
   );
endmodule
```
`flow/run.sh`:
```
#!/bin/bash
# OpenROAD 26Q1-2900-gdf79404cd8, Yosys 0.63+post, stock flow scripts
make -C /OpenROAD-flow-scripts/flow DESIGN_CONFIG=/design/flow/config.mk WORK_HOME=/design/flow/orfs finish
```
==> out/metrics.cfg <==
[flow_run]
warnings = 29
maxCapViolCount = 0

[logic_synthesis]
top_cell_area_share_pct = 26.94
flop_cell = dfxtp_1
synth_chip_area_um2 = 15600
top_area_cell = dfxtp_1
top_cell = dfxtp_1
synth_flop_count = 337
yosysWarningCount = 7
async_reset_ff_share_pct = 37.69
syn_avg_cell_area_um2 = 10.55
synthTopCellsByCount = dfxtp_1 (210), nand2_1 (135), dfrtp_1 (127)
edf_count = 0
synth.distinct_cells = 82
yosysSeqAreaShare_pct = 47.31
area_leaders = dfxtp_1 (27%), dfrtp_1 (20%), mux4_2 (9.2%)
ys_cells = 1479
syn_area_um2 = 15600
synth_cells = 1479

[sta]
fmax_mhz = 152.6
slew_viol_final = 0
finClkSkew_ns = 0.03027
max_slew.worst_pin.slew_ns = 0.8571
finalCritPeriodShare_pct = 39.01
finalCriticalPeriod_ns = 6.553
slew_headroom_pct = 42.86
rsz0062_at_grt = no
setup_viol = 0
finalHoldViolCount = 0
setup_tns_ns = 0

[floorplanning]
core_util_floorplan_pct = 30.42
rows = 83
dieArea_um2 = 52930
die_height_um = 230.1
io_pins = 85
die_w_um = 230.1
core_area_um2 = 51300

[clock_network]
clk_path_buf_depth = 3
insertion_delay_ns = 0.58
cts_resized = 0
clk_pin_slew_ns = 0.06
cts-root-buf = clkbuf_16
cts_sinks = 337
post_cts_buffers = 0
tritoncts = done
numCtsBuffers = 39
cts_hold_buf = 0
cts.htree.levels = 2

[placement]
portBuffers = 83
place_congestion = 1.006
dpl-instance-area_um2 = 17300
dp.cells = 2194
dp_hpwl_um = 34900

[cells_and_area]
final_util_pct = 36.28
final_cell_area_um2 = 18610
layout.cells.non_filler = 2266
fillers = 5000
logic_area_um2 = 7717
area_delta_synth_final_pct = 19.29
ff_latch_area_um2 = 7385
drive_gt1_share_pct = 13.68

[detailed_routing]
diodes = 0
firstDrtPassIters = 5
wl_um = 50500
avgRoutedWirePerCell_um = 22.29
route.detailed.drc = 0
drt_iter0_markers = 1227
postRouteAntennaNets = 0
route.vias.total = 12250
viasPerCell = 5.405

[critical_path]
path_class = reg -> reg
crit_fanout = 20
arrival_ns = 7.02
reg2reg_depth = 19
cp.required_ns = 17.27
crit_path_end_kind = register
worst_setup_path_start_kind = register

[power]
power_mw = 2.579
peakVddDrop_v = 0.00008540
power_density_nw_per_um2 = 138.5
power_leakage_nw = 7.172

[global_route]
grt_use_total_pct = 19.71
grt_pass1_vias = 12310
antenna_found_initial = 1
grt_start_max_net_pins = 78
grt_pass1_wl_um = 75940
grt_overflow = 0

[min_path]
hold_depth = 0
hold_path.class = reg -> reg

[run_status]
status = complete, no violations

## power by group
group | switching (mW) | internal (mW) | total (mW) | leakage, nW
Combinational | 0.399 | 0.291 | 0.690 | 3.35
Clock | 0.349 | 0.509 | 0.858 | 0.637
Sequential | 0.0900 | 0.941 | 1.03 | 3.18
## per-layer routing
metal	vias to the layer above	part of all wire [%]	global-route usage [%]
li1	5658	-	-
met1	5939	42	27.09
met2	548	46	30.18
met3	102	8.1	6.054
met4	0	3.8	6.560
met5	-	0	0.2757
## worst max-delay path: stages, from the launching register on
cell and delay [ns]:
dfrtp_1 0.52, o21ai_2 0.35, a22o_1 0.38, mux2_2 0.48
nor3_2 0.16, buf_4 0.29, o221ai_1 0.32, nor3_1 0.60
a31oi_1 0.27, xnor2_1 0.20, ha_1 0.35, o21a_1 0.14
o31a_1 0.15, o2111ai_1 0.20, a31oi_1 0.37, xnor2_1 0.18
o211ai_1 0.20, or4b_1 0.55, or4b_1 0.49, o31ai_1 0.25
## cells in the final DEF (no fill, tap or decap), drive strengths merged, types with 9 or more instances in the layout
| cell | instances |
|---|---|
| nand2 | 135 |
| o21a | 13 |
| nor2 | 110 |
| nand2b | 9 |
| mux4 | 64 |
| mux2 | 15 |
| o22ai | 15 |
| ha | 38 |
| dfrtp | 127 |
| buf | 52 |
| dfxtp | 210 |
| inv | 38 |
| clkinv | 9 |
| nand3 | 12 |
| a22o | 13 |
| a221o | 46 |
| xor2 | 24 |
| a21o | 12 |
| xnor2 | 38 |
| nor3 | 25 |
| a21oi | 90 |
| a22oi | 55 |
| clkbuf | 56 |
| o32ai | 12 |
| o21ai | 116 |
| clkdlybuf4s50 | 82 |
| mux2i | 45 |
## kinds of logic (layout without fill, tap and decap cells)
group / after synthesis / in the layout / synth area share, %
AND-OR/OR-AND: 440 / 440 / 19.20
AND/OR/NAND/NOR: 338 / 338 / 9.735
XOR/XNOR: 63 / 63 / 3.729
flip-flops: 337 / 337 / 47.31
adder cells (fa/ha/maj): 41 / 41 / 3.368
other: 1 / 1 / 0.02403
multiplexers: 124 / 124 / 13.25
buffers and inverters: 135 / 242 / 3.376
## sequential cells by signal, indices dropped and copies added, names as in the netlist, 16 cells and up
signal,cells
DUT.rf0.regs,128
DUT.r0.ID_EX,66
DUT.ex0.EX_WB,40
i_ldst_rddata_r,16
i_pc_rddata_r,16
o_ldst_addr,16
o_ldst_wrdata,16
o_pc_addr,16
## layout make-up
class / count / area share, %
Clock inverter: 16 / 1.136
Sequential cell: 337 / 39.67
Tap cell: 680 / 4.571
Inverter: 36 / 0.7394
Multi-Input combinational cell: 1007 / 41.46
Timing Repair Buffer: 134 / 6.507
Clock buffer: 56 / 5.909
## per-stage QoR
stage                     hold WS, ns  setup slack (ns)
after detailed placement       0.3204             10.28
after global routing           0.3310             9.743
after CTS                      0.3287             10.26
after global placement         0.3192             10.46
after floorplan                0.3163             9.651
final                          0.3269             10.25
## final timing paths
kind,startpoint,end,slack (ns)
max reg2reg,DUT.ex0.EX_WB[4],DUT.a0.Z,10.25
min in group asynchronous,reset,DUT.r0.ID_EX[60],3.28
min,i_pc_rddata_r[15],DUT.r0.ID_EX[95],0.33
max in group asynchronous,reset,DUT.ex0.EX_WB[7],11.96
max,DUT.ex0.EX_WB[4],DUT.a0.Z,10.25
min reg2reg,i_pc_rddata_r[15],DUT.r0.ID_EX[95],0.33
Power is estimated from default activity; no workload was simulated.
